**/design/flow/config.mk**
```make
export PLATFORM = sky130hd
export DESIGN_NAME = parameterized_dds
export DESIGN_NICKNAME = parameterized_dds
export VERILOG_FILES = /design/flow/design.v
export SDC_FILE = /design/flow/constraint.sdc
export NUM_CORES = 4
export LEC_CHECK = 1
export CORE_UTILIZATION = 30
```
**/design/flow/constraint.sdc**
```tcl
current_design parameterized_dds

set clk_period 100.8
set clk_io_pct 0.2

create_clock -name clk0 -period $clk_period [get_ports {clk}]

set non_clock_inputs [all_inputs -no_clocks]
set_input_delay [expr $clk_period * $clk_io_pct] -clock clk0 $non_clock_inputs
set_output_delay [expr $clk_period * $clk_io_pct] -clock clk0 [all_outputs]
```
**/design/flow/design.v**
```verilog
module parameterized_dds #(
    parameter PHASE_WIDTH = 24,         
    parameter OUTPUT_WIDTH = 12,        
    parameter LUT_ADDR_WIDTH = 10,      
    parameter USE_QUARTER_SINE = 1      
) (
    input wire clk,                     
    input wire rst_n,                   
    input wire enable,                  
    input wire [PHASE_WIDTH-1:0] fcw,   
    input wire [PHASE_WIDTH-1:0] phase_offset,   
    output reg [OUTPUT_WIDTH-1:0] sine_out,      
    output reg [OUTPUT_WIDTH-1:0] cosine_out,    
    output reg lut_initialized          
);
    reg [PHASE_WIDTH-1:0] phase_acc;
    wire [PHASE_WIDTH-1:0] phase_with_offset;
    assign phase_with_offset = phase_acc + phase_offset;
    wire [LUT_ADDR_WIDTH-1:0] lut_addr;
    wire [1:0] quadrant;
    reg [OUTPUT_WIDTH-1:0] sine_lut [0:(1<<LUT_ADDR_WIDTH)-1];
    reg [OUTPUT_WIDTH-1:0] sine_value;
    wire [LUT_ADDR_WIDTH-1:0] sine_addr;
    reg [LUT_ADDR_WIDTH-1:0] init_counter;
    reg [OUTPUT_WIDTH-1:0] center_val;
    reg [OUTPUT_WIDTH-1:0] scale_val;
    always @(posedge clk or negedge rst_n) begin
        if (!rst_n) begin
            init_counter <= 0;
            lut_initialized <= 0;
            center_val <= (1 << (OUTPUT_WIDTH-1));
            scale_val <= (1 << (OUTPUT_WIDTH-1)) - 1;
        end else if (!lut_initialized) begin
            if (USE_QUARTER_SINE) begin
                sine_lut[init_counter] <= (init_counter * scale_val) >> LUT_ADDR_WIDTH;
            end else begin
                sine_lut[init_counter] <= (init_counter * scale_val) >> (LUT_ADDR_WIDTH + 1);
            end
            if (init_counter == (1 << LUT_ADDR_WIDTH) - 1) begin
                lut_initialized <= 1;
            end else begin
                init_counter <= init_counter + 1;
            end
        end
    end
    assign quadrant = phase_with_offset[PHASE_WIDTH-1:PHASE_WIDTH-2];
    generate
        if (USE_QUARTER_SINE != 0) begin : quarter_sine_impl
            reg [LUT_ADDR_WIDTH-1:0] addr_tmp;
            always @(*) begin
                case (quadrant)
                    2'b00: addr_tmp = phase_with_offset[PHASE_WIDTH-3:PHASE_WIDTH-2-LUT_ADDR_WIDTH];  
                    2'b01: addr_tmp = ~phase_with_offset[PHASE_WIDTH-3:PHASE_WIDTH-2-LUT_ADDR_WIDTH];  
                    2'b10: addr_tmp = phase_with_offset[PHASE_WIDTH-3:PHASE_WIDTH-2-LUT_ADDR_WIDTH];  
                    2'b11: addr_tmp = ~phase_with_offset[PHASE_WIDTH-3:PHASE_WIDTH-2-LUT_ADDR_WIDTH];  
                    default: addr_tmp = {LUT_ADDR_WIDTH{1'b0}};
                endcase
            end
            assign sine_addr = addr_tmp;
        end else begin : full_sine_impl
            assign sine_addr = phase_with_offset[PHASE_WIDTH-1:PHASE_WIDTH-LUT_ADDR_WIDTH];
        end
    endgenerate
    always @(posedge clk or negedge rst_n) begin
        if (!rst_n) begin
            phase_acc <= {PHASE_WIDTH{1'b0}};
            sine_out <= {OUTPUT_WIDTH{1'b0}};
            cosine_out <= {OUTPUT_WIDTH{1'b0}};
        end else if (enable && lut_initialized) begin
            phase_acc <= phase_acc + fcw;
            if (USE_QUARTER_SINE) begin
                sine_out <= quadrant[1] ? 
                    (center_val - (sine_lut[sine_addr] - center_val)) : 
                    sine_lut[sine_addr];
                cosine_out <= cos_quadrant[1] ? 
                    (center_val - (sine_lut[cosine_addr] - center_val)) : 
                    sine_lut[cosine_addr];
            end else begin
                sine_out <= sine_lut[sine_addr];
                cosine_out <= sine_lut[cosine_addr];
            end
        end
    end
    wire [LUT_ADDR_WIDTH-1:0] cosine_addr;
    wire [1:0] cos_quadrant;
    generate
        if (USE_QUARTER_SINE != 0) begin : cos_quarter_impl
            wire [1:0] adj_quadrant;
            assign adj_quadrant = quadrant + 2'b01;  
            assign cos_quadrant = adj_quadrant;
            reg [LUT_ADDR_WIDTH-1:0] cos_addr_tmp;
            always @(*) begin
                case (cos_quadrant)
                    2'b00: cos_addr_tmp = phase_with_offset[PHASE_WIDTH-3:PHASE_WIDTH-2-LUT_ADDR_WIDTH];  
                    2'b01: cos_addr_tmp = ~phase_with_offset[PHASE_WIDTH-3:PHASE_WIDTH-2-LUT_ADDR_WIDTH];  
                    2'b10: cos_addr_tmp = phase_with_offset[PHASE_WIDTH-3:PHASE_WIDTH-2-LUT_ADDR_WIDTH];  
                    2'b11: cos_addr_tmp = ~phase_with_offset[PHASE_WIDTH-3:PHASE_WIDTH-2-LUT_ADDR_WIDTH];  
                    default: cos_addr_tmp = {LUT_ADDR_WIDTH{1'b0}};
                endcase
            end
            assign cosine_addr = cos_addr_tmp;
        end else begin : cos_full_impl
            wire [PHASE_WIDTH-1:0] phase_plus_pi2;
            assign phase_plus_pi2 = phase_with_offset + (1 << (PHASE_WIDTH-2));  
            assign cosine_addr = phase_plus_pi2[PHASE_WIDTH-1:PHASE_WIDTH-LUT_ADDR_WIDTH];
        end
    endgenerate
endmodule 
```
**/design/flow/run.sh**
```bash
#!/bin/bash
# OpenROAD 26Q1-2900-gdf79404cd8, Yosys 0.63+post, stock flow scripts
make -C /OpenROAD-flow-scripts/flow DESIGN_CONFIG=/design/flow/config.mk WORK_HOME=/design/flow/orfs finish
```
==> results_dict.tcl <==
# metrics dict for downstream scripts
set metrics [dict create \
    outcome "aborted with a tool error" \
    stop_stage "global routing (5_1_grt)" \
    error_line "[ERROR GRT-0116] Global routing finished with congestion. Check the congestion regions in the DRC Viewer." \
    cts.sinks 2089 \
    syn_area_per_cell_um2 11.0 \
    numPortBuffers 75 \
    cts_inserted_buffers 263 \
    cts_hold_buf 0 \
    grtUsageTotal_pct 98.7 \
    ys_cells 9788 \
    synth_cells 9788 \
    ctsHtreeMaxLevel 5 \
    ios 76 \
    place_congestion 1.48 \
    die_x_um 600 \
    fp-row-count 219 \
    grt_overflow 14600 \
    clk_path_buf_depth 4 \
    cts-resized-gates 0 \
    place_hpwl_um 1240000 \
    first_global_vias 170000 \
    ys_area_mm2 0.107 \
    cts_setup_buffers 0 \
    place_inst 15000 \
    ys.flops 2089 \
    grt_max_degree 147 \
    fp-utilization_pct 30.1 \
    ys_seq_share_pct 58.3 \
    pre_cts_slack_ns 70.51 \
    grt_first_pass_wirelength_um 2210000 \
    cts_root_buf "clkbuf_16" \
    ff_type "edfxtp_1" \
    fp.dieH_um 600 \
    ys_types 100 \
    ys.warnings.count 2 \
    async_flop_share_pct 1.96 \
    synth_area_mm2 0.107 \
    edf_count 2048 \
]
==> cells in the mapped netlist, types with 193 or more instances <==
master	number	area, um2
edfxtp_1	2048	61500
nor2_1	1443	5420
a22oi_1	790	5930
clkbuf_1	671	2520
nand3_1	668	3340
nand2_1	405	1520
a21oi_1	366	1830
o21ai_0	318	1590
o22ai_1	279	1750
nor3_1	221	1110
nand4_1	215	1350
a32oi_1	196	1720
buf_1	193	724
==> layer usage <==
layer	overflow	global-route usage (%)
met1	1917	97.0
met2	7388	105
met3	2107	95.5
met4	2904	95.3
met5	257	88.1
==> logic make-up after synthesis <==
family                     synth area share (%)
adders and majority gates                  1.43
buffers and inverters                      3.91
muxes                                     0.222
DFF                                        58.3
AOI/OAI and AO/OA                          20.7
xor gates and xnor gates                  0.364
and+or+nand+nor                            15.1
==> through the flow <==
step                      utilization [%]  hold WS, ns  instance area, um2
after floorplan                         -        0.431              107000
after global placement               34.3        0.511              122000
after detailed placement             34.3        0.524              122000
after CTS                            36.8        0.538              131000
