--- flow/design.v ---
module memory_controller #(
    parameter ADDR_WIDTH = 8,
    parameter DATA_WIDTH = 32,
    parameter MEM_DEPTH = 256,
    parameter BURST_LENGTH = 4,
    parameter READ_LATENCY = 2
)(
    input wire clk,
    input wire rst_n,
    input wire cmd_valid,
    input wire [1:0] cmd_type,  
    input wire [ADDR_WIDTH-1:0] cmd_addr,
    output reg cmd_ready,
    input wire write_valid,
    input wire [DATA_WIDTH-1:0] write_data,
    output reg write_ready,
    output reg read_valid,
    output reg [DATA_WIDTH-1:0] read_data,
    input wire read_ready,
    output reg busy,
    output reg [1:0] state
);
    reg [DATA_WIDTH-1:0] memory [0:MEM_DEPTH-1];
    localparam IDLE = 2'b00;
    localparam READ = 2'b01;
    localparam WRITE = 2'b10;
    localparam REFRESH = 2'b11;
    reg [$clog2(READ_LATENCY):0] latency_counter;
    reg [$clog2(BURST_LENGTH):0] burst_counter;
    reg [ADDR_WIDTH-1:0] current_addr;
    always @(posedge clk or negedge rst_n) begin
        if (!rst_n) begin
            state <= IDLE;
            cmd_ready <= 1'b1;
            write_ready <= 1'b0;
            read_valid <= 1'b0;
            read_data <= {DATA_WIDTH{1'b0}};
            busy <= 1'b0;
            latency_counter <= 0;
            burst_counter <= 0;
        end else begin
            case (state)
                IDLE: begin
                    busy <= 1'b0;
                    cmd_ready <= 1'b1;
                    write_ready <= 1'b0;
                    read_valid <= 1'b0;
                    if (cmd_valid) begin
                        cmd_ready <= 1'b0;
                        current_addr <= cmd_addr;
                        busy <= 1'b1;
                        case (cmd_type)
                            2'b01: begin  
                                state <= READ;
                                latency_counter <= READ_LATENCY[$clog2(READ_LATENCY):0];
                                burst_counter <= 0;
                            end
                            2'b10: begin  
                                state <= WRITE;
                                write_ready <= 1'b1;
                                burst_counter <= 0;
                            end
                            2'b11: begin  
                                state <= REFRESH;
                            end
                            default: begin
                                state <= IDLE;
                            end
                        endcase
                    end
                end
                READ: begin
                    if (latency_counter > 0) begin
                        latency_counter <= latency_counter - 1;
                    end else begin
                        read_valid <= 1'b1;
                        read_data <= memory[current_addr + {{(ADDR_WIDTH-$clog2(BURST_LENGTH)-1){1'b0}}, burst_counter}];
                        if (read_ready) begin
                            if (burst_counter < (BURST_LENGTH[$clog2(BURST_LENGTH):0] - 1)) begin
                                burst_counter <= burst_counter + 1;
                            end else begin
                                state <= IDLE;
                            end
                        end
                    end
                end
                WRITE: begin
                    if (write_valid && write_ready) begin
                        memory[current_addr + {{(ADDR_WIDTH-$clog2(BURST_LENGTH)-1){1'b0}}, burst_counter}] <= write_data;
                        if (burst_counter < (BURST_LENGTH[$clog2(BURST_LENGTH):0] - 1)) begin
                            burst_counter <= burst_counter + 1;
                        end else begin
                            write_ready <= 1'b0;
                            state <= IDLE;
                        end
                    end
                end
                REFRESH: begin
                    state <= IDLE;
                end
                default: begin
                    state <= IDLE;
                end
            endcase
        end
    end
endmodule 
--- flow/constraint.sdc ---
current_design memory_controller

set clk_period 22.2
set clk_io_pct 0.2

create_clock -name clk0 -period $clk_period [get_ports {clk}]

set non_clock_inputs [all_inputs -no_clocks]
set_input_delay [expr $clk_period * $clk_io_pct] -clock clk0 $non_clock_inputs
set_output_delay [expr $clk_period * $clk_io_pct] -clock clk0 [all_outputs]
--- flow/config.mk ---
export PLATFORM = sky130hd
export DESIGN_NAME = memory_controller
export DESIGN_NICKNAME = memory_controller
export VERILOG_FILES = /design/flow/design.v
export SDC_FILE = /design/flow/constraint.sdc
export NUM_CORES = 4
export LEC_CHECK = 1
export CORE_UTILIZATION = 50
--- flow/run.sh ---
#!/bin/bash
# OpenROAD 26Q1-2900-gdf79404cd8, Yosys 0.63+post, stock flow scripts
make -C /OpenROAD-flow-scripts/flow DESIGN_CONFIG=/design/flow/config.mk WORK_HOME=/design/flow/orfs finish
==> job_summary.md <==
## Implementation flow summary

| Metric | Value |
|---|---|
| Setup Fix Bufs, Post-CTS | `0` |
| Yosys chip area | `0.3024 mm2` |
| CTS Root Cell | `clkbuf_16` |
| Ys flops | `8243` |
| Post_cts resized | `0` |
| Die W | `779.7 um` |
| FP Rows | `285` |
| Clock Path Buffers | `4` |
| Ys Warns | `2` |
| Mapped Area | `about 0.30 mm2` |
| Seq/Total Area, Yosys | `81.78%` |
| IO Count | `85` |
| Hold-fix buffers, CTS | `0` |
| Cts bufs inserted | `826` |
| Most common reg cell | `edfxtp_1` |
| Floorplan utilization | `50.21%` |
| Clock sink count | `8243` |
| Cell variety after synth | `99` |
| Gate Count Post-Synth | `16603` |
| GRT overflow | `roughly 95` |
| DP Wirelength | `between 1500 and 2000 mm` |
| Placer Congestion | `1.255` |
| Tool error | `[ERROR GRT-0116] Global routing finished with congestion. Check the congestion regions in the DRC Viewer.` |
| Gr usage total | `87.68%` |
| Ys async rst share | `0.5217%` |
| First-pass GRT wire length | `slightly above 3000 mm` |
| Port-buffer cells | `84` |
| Number of global-route vias before repair | `269470` |
| Synthesized area per cell | `18.21 um2` |
| Cell Area, Placed | `roughly 0.33 mm2` |
| Number of enable flip-flop cells | `8200` |
| Max H-tree Level | `6` |
| Placed instance count | `26026` |
| Yosys stat cell total | `16603` |
| Status | `did not finish` |
| Largest net degree at the start of global routing | `83` |
| Setup slack at placement | `approximately 13000 ps` |
| Fail Step | `global routing (5_1_grt)` |
| Die Ht | `779.7 um` |
-- cell families after synthesis --
logic type | share of synthesized area, %
AND-OR/OR-AND | 12.17
XOR/XNOR | 0.01407
adder cells (fa/ha/maj) | 0.06372
buffers and inverters | 1.440
flip-flops | 81.78
multiplexers | 0.09888
AND/OR/NAND/NOR | 4.432
-- routing by layer --
metal / overflow / global-route usage (%)
met5: 1 / 78.76
met4: 16 / 83.01
met3: 37 / 87.16
met2: 19 / 93.57
met1: 22 / 84.15
-- Yosys cell counts (all sizes together) (23+ instances only) --
master      n  area, um2
nand2     566       2127
a32oi     182       1594
o2bb2ai    45      394.1
a221oi    604       5340
o211ai     45      342.8
nand3     391       1987
o21ai     162      867.1
o2111ai    23      201.4
a32o      175       1752
and4       41      359.1
a221o      85      850.8
edfxtp   8200     246200
and2       46      287.8
clkbuf    606       2275
o22ai      99      631.9
a22o      529       4633
nor2      466       1767
nor3      287       1493
nor4      163       1020
and3      148      930.9
nand4     433       2709
buf       412       1998
or4        28      214.0
a2111oi    76      684.4
a222oi    125       1251
a31oi      31      193.9
a211oi    130       1076
a21oi     251       1286
a22oi    1965      14750
dfrtp      42       1051
