==> flow/config.mk <==
export PLATFORM = sky130hd
export DESIGN_NAME = dma_controller
export DESIGN_NICKNAME = dma_controller
export VERILOG_FILES = /design/flow/design.v
export SDC_FILE = /design/flow/constraint.sdc
export NUM_CORES = 4
export LEC_CHECK = 1
export CORE_AREA = 10 10 567 567
export DIE_AREA = 0 0 577 577
==> flow/design.v <==
module dma_controller #(
    parameter ADDR_WIDTH = 32,
    parameter DATA_WIDTH = 32,
    parameter CHANNEL_COUNT = 4,
    parameter MAX_BURST_LENGTH = 16
)(
    input  wire                       clk,
    input  wire                       rst_n,
    output reg  [CHANNEL_COUNT*ADDR_WIDTH-1:0] src_addr,
    output reg  [CHANNEL_COUNT-1:0]            src_read,
    input  wire [CHANNEL_COUNT*DATA_WIDTH-1:0] src_rdata,
    input  wire [CHANNEL_COUNT-1:0]            src_rvalid,
    output reg  [CHANNEL_COUNT-1:0]            src_rready,
    output reg  [CHANNEL_COUNT*ADDR_WIDTH-1:0] dst_addr,
    output reg  [CHANNEL_COUNT-1:0]            dst_write,
    output reg  [CHANNEL_COUNT*DATA_WIDTH-1:0] dst_wdata,
    output reg  [CHANNEL_COUNT*(DATA_WIDTH/8)-1:0] dst_wstrb,
    input  wire [CHANNEL_COUNT-1:0]            dst_wready,
    input  wire [CHANNEL_COUNT-1:0]   channel_enable,
    input  wire [CHANNEL_COUNT*ADDR_WIDTH-1:0] channel_src_addr,
    input  wire [CHANNEL_COUNT*ADDR_WIDTH-1:0] channel_dst_addr,
    input  wire [CHANNEL_COUNT*32-1:0]         channel_length,
    input  wire [CHANNEL_COUNT*2-1:0]          channel_mode,     
    output reg  [CHANNEL_COUNT-1:0]   channel_done,
    output reg  [CHANNEL_COUNT-1:0]   channel_error,
    input  wire [CHANNEL_COUNT-1:0]   channel_start,
    output reg  [CHANNEL_COUNT-1:0]   channel_busy,
    output reg  [3:0]                 debug_active_channels,
    output reg                        debug_has_active_channels,
    output reg  [CHANNEL_COUNT*3-1:0] debug_channel_state,
    output reg  [CHANNEL_COUNT*32-1:0] debug_transfer_count
);
    localparam IDLE     = 3'b000;
    localparam READ     = 3'b001;
    localparam WAIT_R   = 3'b010;
    localparam WRITE    = 3'b011;
    localparam WAIT_W   = 3'b100;
    localparam DONE     = 3'b101;
    localparam ERROR    = 3'b110;
    localparam MEM2MEM = 2'b00;
    localparam MEM2IO  = 2'b01;
    localparam IO2MEM  = 2'b10;
    reg [2:0] channel_state [0:CHANNEL_COUNT-1];
    reg [31:0] transfer_count [0:CHANNEL_COUNT-1];
    reg [ADDR_WIDTH-1:0] current_src_addr [0:CHANNEL_COUNT-1];
    reg [ADDR_WIDTH-1:0] current_dst_addr [0:CHANNEL_COUNT-1];
    reg [DATA_WIDTH-1:0] data_buffer [0:CHANNEL_COUNT-1];
    function [ADDR_WIDTH-1:0] get_addr;
        input [CHANNEL_COUNT*ADDR_WIDTH-1:0] addr_array;
        input integer index;
        begin
            get_addr = addr_array[index*ADDR_WIDTH +: ADDR_WIDTH];
        end
    endfunction
    function [DATA_WIDTH-1:0] get_data;
        input [CHANNEL_COUNT*DATA_WIDTH-1:0] data_array;
        input integer index;
        begin
            get_data = data_array[index*DATA_WIDTH +: DATA_WIDTH];
        end
    endfunction
    function [31:0] get_length;
        input [CHANNEL_COUNT*32-1:0] length_array;
        input integer index;
        begin
            get_length = length_array[index*32 +: 32];
        end
    endfunction
    function [1:0] get_mode;
        input [CHANNEL_COUNT*2-1:0] mode_array;
        input integer index;
        begin
            get_mode = mode_array[index*2 +: 2];
        end
    endfunction
    function [DATA_WIDTH/8-1:0] get_strb;
        input [CHANNEL_COUNT*(DATA_WIDTH/8)-1:0] strb_array;
        input integer index;
        begin
            get_strb = strb_array[index*(DATA_WIDTH/8) +: (DATA_WIDTH/8)];
        end
    endfunction
    task set_addr;
        inout [CHANNEL_COUNT*ADDR_WIDTH-1:0] addr_array;
        input integer index;
        input [ADDR_WIDTH-1:0] value;
        begin
            addr_array[index*ADDR_WIDTH +: ADDR_WIDTH] = value;
        end
    endtask
    task set_data;
        inout [CHANNEL_COUNT*DATA_WIDTH-1:0] data_array;
        input integer index;
        input [DATA_WIDTH-1:0] value;
        begin
            data_array[index*DATA_WIDTH +: DATA_WIDTH] = value;
        end
    endtask
    task set_strb;
        inout [CHANNEL_COUNT*(DATA_WIDTH/8)-1:0] strb_array;
        input integer index;
        input [DATA_WIDTH/8-1:0] value;
        begin
            strb_array[index*(DATA_WIDTH/8) +: (DATA_WIDTH/8)] = value;
        end
    endtask
    task set_debug_state;
        inout [CHANNEL_COUNT*3-1:0] state_array;
        input integer index;
        input [2:0] value;
        begin
            state_array[index*3 +: 3] = value;
        end
    endtask
    task set_debug_count;
        inout [CHANNEL_COUNT*32-1:0] count_array;
        input integer index;
        input [31:0] value;
        begin
            count_array[index*32 +: 32] = value;
        end
    endtask
    reg [3:0] active_channel_count;
    reg [CHANNEL_COUNT-1:0] channel_active;
    reg [2:0] round_robin_ptr;  
    function [2:0] next_active_channel;
        input [2:0] current_ptr;
        reg [7:0] i;
        reg found;
        begin
            found = 1'b0;
            next_active_channel = current_ptr;
            for (i = 1; i <= CHANNEL_COUNT; i = i + 1) begin
                if (!found && channel_enable[((current_ptr + i) % CHANNEL_COUNT)] && 
                    channel_busy[((current_ptr + i) % CHANNEL_COUNT)] && 
                    (channel_state[((current_ptr + i) % CHANNEL_COUNT)] != DONE) &&
                    (channel_state[((current_ptr + i) % CHANNEL_COUNT)] != ERROR)) begin
                    next_active_channel = ((current_ptr + i) % CHANNEL_COUNT);
                    found = 1'b1;
                end
            end
        end
    endfunction
    always @(*) begin
        for (i = 0; i < CHANNEL_COUNT; i = i + 1) begin
            set_debug_state(debug_channel_state, i, channel_state[i]);
            set_debug_count(debug_transfer_count, i, transfer_count[i]);
        end
    end
    integer i, j;
    always @(posedge clk or negedge rst_n) begin
        if (!rst_n) begin
            active_channel_count <= 0;
            channel_active <= {CHANNEL_COUNT{1'b0}};
            round_robin_ptr <= 0;
            debug_active_channels <= 0;
            debug_has_active_channels <= 0;
        end else begin
            active_channel_count <= 0;
            channel_active <= {CHANNEL_COUNT{1'b0}};
            for (i = 0; i < CHANNEL_COUNT; i = i + 1) begin
                if (channel_enable[i] && channel_busy[i] && 
                    (channel_state[i] != DONE) && (channel_state[i] != ERROR)) begin
                    channel_active[i] <= 1'b1;
                    active_channel_count <= active_channel_count + 1;
                end else begin
                    channel_active[i] <= 1'b0;
                end
            end
            if (|channel_active) begin
                round_robin_ptr <= next_active_channel(round_robin_ptr);
            end
            debug_active_channels <= active_channel_count;
            debug_has_active_channels <= (active_channel_count > 0);
        end
    end
    always @(posedge clk or negedge rst_n) begin
        if (!rst_n) begin
            for (i = 0; i < CHANNEL_COUNT; i = i + 1) begin
                channel_state[i] <= IDLE;
                transfer_count[i] <= 0;
                current_src_addr[i] <= 0;
                current_dst_addr[i] <= 0;
                data_buffer[i] <= 0;
                set_addr(src_addr, i, 0);
                src_read[i] <= 0;
                src_rready[i] <= 0;
                set_addr(dst_addr, i, 0);
                dst_write[i] <= 0;
                set_data(dst_wdata, i, 0);
                set_strb(dst_wstrb, i, {(DATA_WIDTH/8){1'b0}});
            end
            channel_done <= {CHANNEL_COUNT{1'b0}};
            channel_error <= {CHANNEL_COUNT{1'b0}};
            channel_busy <= {CHANNEL_COUNT{1'b0}};
        end else begin
            for (i = 0; i < CHANNEL_COUNT; i = i + 1) begin
                src_read[i] <= 1'b0;
                if (channel_state[i] != WAIT_R) src_rready[i] <= 1'b0;
                if (channel_state[i] != WAIT_W) dst_write[i] <= 1'b0;
                if (channel_start[i] && (channel_state[i] == IDLE) && channel_enable[i]) begin
                    channel_state[i] <= READ;
                    channel_busy[i] <= 1'b1;
                    channel_done[i] <= 1'b0;
                    channel_error[i] <= 1'b0;
                    transfer_count[i] <= 0;
                    current_src_addr[i] <= get_addr(channel_src_addr, i);
                    current_dst_addr[i] <= get_addr(channel_dst_addr, i);
                end
                case (channel_state[i])
                    IDLE: begin
                    end
                    READ: begin
                        set_addr(src_addr, i, current_src_addr[i]);
                        src_read[i] <= 1'b1;
                        src_rready[i] <= 1'b1;
                        channel_state[i] <= WAIT_R;
                    end
                    WAIT_R: begin
                        src_rready[i] <= 1'b1;
                        if (src_rvalid[i]) begin
                            data_buffer[i] <= get_data(src_rdata, i);
                            channel_state[i] <= WRITE;
                            src_rready[i] <= 1'b0;
                        end
                    end
                    WRITE: begin
                        set_addr(dst_addr, i, current_dst_addr[i]);
                        dst_write[i] <= 1'b1;
                        set_data(dst_wdata, i, data_buffer[i]);
                        set_strb(dst_wstrb, i, {(DATA_WIDTH/8){1'b1}});  
                        channel_state[i] <= WAIT_W;
                    end
                    WAIT_W: begin
                        dst_write[i] <= 1'b1;
                        if (dst_wready[i]) begin
                            transfer_count[i] <= transfer_count[i] + 1;
                            case (get_mode(channel_mode, i))
                                MEM2MEM, MEM2IO: begin
                                    current_src_addr[i] <= current_src_addr[i] + (DATA_WIDTH/8);
                                end
                                default: begin
                                end
                            endcase
                            case (get_mode(channel_mode, i))
                                MEM2MEM, IO2MEM: begin
                                    current_dst_addr[i] <= current_dst_addr[i] + (DATA_WIDTH/8);
                                end
                                default: begin
                                end
                            endcase
                            if (transfer_count[i] + 1 >= get_length(channel_length, i)) begin
                                channel_state[i] <= DONE;
                                channel_done[i] <= 1'b1;
                                channel_busy[i] <= 1'b0;
                            end else begin
                                channel_state[i] <= READ;
                            end
                        end
                    end
                    DONE: begin
                        if (!channel_start[i]) begin
                            channel_state[i] <= IDLE;
                            channel_done[i] <= 1'b0;
                        end
                    end
                    ERROR: begin
                        if (!channel_start[i]) begin
                            channel_state[i] <= IDLE;
                            channel_error[i] <= 1'b0;
                        end
                    end
                    default: begin
                        channel_state[i] <= IDLE;
                    end
                endcase
            end
        end
    end
endmodule 
==> flow/constraint.sdc <==
current_design dma_controller

set clk_period 16.1
set clk_io_pct 0.2

create_clock -name clk0 -period $clk_period [get_ports {clk}]

set non_clock_inputs [all_inputs -no_clocks]
set_input_delay [expr $clk_period * $clk_io_pct] -clock clk0 $non_clock_inputs
set_output_delay [expr $clk_period * $clk_io_pct] -clock clk0 [all_outputs]
==> flow/run.sh <==
#!/bin/bash
# OpenROAD 26Q1-2900-gdf79404cd8, Yosys 0.63+post, stock flow scripts
make -C /OpenROAD-flow-scripts/flow DESIGN_CONFIG=/design/flow/config.mk WORK_HOME=/design/flow/orfs finish
==> impl_metrics.toml <==
# flow metrics
[finish]
layout_top_cells = "clkdlybuf4s50_1 (1105), dfrtp_1 (945), mux2_2 (508)"
area_growth_pct = 43.8
drive_gt1_share_pct = 15.5
lay_top_count = "clkdlybuf4s50_1"
stdcell_count = 9616

[floorplan]
die-area_um2 = 333000
fp.dieH_um = 577
fp_util_pct = 14.8
core_um2 = 309000
num_io_pins = 1107
dieWidth_um = 577
num_rows = 204

[timing]
fmax_mhz = 161
timing.setup.tns_ns = 0
min_period_ns = 6.22
fin_crit_sh_pct = 38.6
rsz0062_at_grt = "false"
hold_violations = 0
finClkSkew_ns = 0.0604
drv_slew = 0
slew_headroom_pct = 18.5
tightestPinTransition_ns = 1.21
setup_violations = 0

[synth]
simple_gate_area_share_pct = 13.6
syn_area_um2 = 45900
netlist_instances = 4296
seq_area_frac_synth_pct = 51.6
fa_ha_area_share_pct = 3.87
xor_area_share_pct = 2.43
synthFlopType = "dfrtp_1"
yosysCellCount = 4296
ys_warn_count = 6
ys_async_sr_fraction_pct = 100
synth_cell_types = 75
edf_count = 0
ys.flops = 945
ys_chip_area_um2 = 45900
top_area_share_pct = 51.6
syn_avg_cell_area_um2 = 10.7
top_logic_kind = "simple AND/OR/NAND/NOR gates"
mux_share_pct = 12.6
topCellsByArea = "dfrtp_1 (52%), mux2_2 (12%), ha_1 (3.9%)"
largest_area_cell = "dfrtp_1"
ys_sh_aoi_pct = 12.4

[clock_network]
cts-buffers-inserted = 117
cts_tree = "built"
holdBufCountCts = 0
clk_latency_ns = 0.86
cts_resized = 0
htree_num_levels = 3
clockBufferDepth = 4
clock_sinks = 945
cts_root_buf = "clkbuf_16"
post-cts-setup-buffers = 0
cts.clk_slew.worst_paths_ns = 0.06

[run]
warning_count = 32
cap_violations = 0

[setup_path]
crit_type = "primary input to asynchronous set/reset pin"
cp.required_ns = 16.97
end_kind = "asynchronous set/reset pin"
r2r-start = "transfer_count[2][10]$_DFF_PN0_"
max_stage_delay_ns = 0.69
start_kind = "primary input"
worst-path-buf-inv = 6
cp.arrival_ns = 7.09
regToRegSetupSlack_ns = 11.55
reg2reg_depth = 13
slowest_stage = "buf_4"
crit_top_cell = "buf_4"
path_cells = "buf_8 > buf_4 > buf_4 > buf_4 > buf_12 > buf_12"
r2r-end = "channel_busy[2]$_DFF_PN0_"
critPathMaxFanout = 112
crit_family = "buffers and inverters"

[routing]
drt_iter0_markers = 2740
drc = 0
routed_via_density = 4.11
num_vias = 39600
first_pass_iters = 6
routed_wl_mm = 221
wl_per_cell_um = 23.0
ant_nets = 0

[global_route]
antenna_found_initial = 64
first_global_vias = 39100
grt-ovfl-total = 0
grt_usage_pct = 12.9
grt_max_degree = 113
grt_pass1_wl_mm = 307

[power]
vdd_drop_max_mv = 0.111
power.density_nw_per_um2 = 162
leakagePower_uw = 0.0263

[worst_hold_path]
whs_path_depth = 0
hold_path_class = "flip-flop to flip-flop"
hold-path-endpoint = "debug_active_channels[3]$_DFF_PN0_"
worstHoldStart = "active_channel_count[3]$_DFF_PN0_"

[placed_design]
port_buffers = 1106
dp_cells = 9366
post-dp-hpwl_mm = 179
place_congestion = 0.921

[outcome]
status = "finished, final reports clean"
synth_stat cells, types with 6 or more instances:
| library cell | n |
|---|---|
| xnor2_1 | 81 |
| xor2_1 | 46 |
| clkbuf_1 | 175 |
| mux2i_1 | 8 |
| o31ai_1 | 48 |
| nor4_1 | 21 |
| nand2b_1 | 22 |
| nor3_1 | 80 |
| nor2_1 | 377 |
| nand4_1 | 69 |
| nor2b_1 | 10 |
| buf_2 | 8 |
| nand3_1 | 170 |
| buf_1 | 27 |
| ha_1 | 142 |
| and2_1 | 23 |
| or2_2 | 8 |
| mux2_2 | 508 |
| a32oi_1 | 9 |
| o311ai_0 | 8 |
| a211oi_1 | 121 |
| or3_1 | 19 |
| a311oi_1 | 85 |
| dfrtp_1 | 945 |
| o21ai_0 | 212 |
| a221o_1 | 10 |
| nand2_1 | 354 |
| and4_1 | 25 |
| inv_1 | 182 |
| o32ai_1 | 14 |
| or4_1 | 6 |
| o22ai_1 | 30 |
| o221a_2 | 24 |
| a22o_1 | 15 |
| and3_1 | 93 |
| o21a_1 | 7 |
| a21oi_1 | 160 |
| buf_4 | 13 |
| a31oi_1 | 47 |
| o211ai_1 | 16 |
worst max-delay path by stage:
stage                               endpoint   from  cells past startpoint
CTS                 dst_addr[57]$_DFFE_PN0P_  rst_n                      6
global route       dst_wdata[46]$_DFFE_PN0P_  rst_n                      6
finish        data_buffer[1][21]$_DFFE_PN0P_  rst_n                      6
cell type report:
| type | count | area, µm² |
|---|---|---|
| Inverter | 182 | 683 |
| Clock buffer | 148 | 3160 |
| Sequential cell | 945 | 23600 |
| Antenna cell | 40 | 100 |
| Fill cell | 33000 | 243000 |
| Tap cell | 4120 | 5150 |
| Multi-Input combinational cell | 2944 | 20800 |
| Timing Repair Buffer | 1175 | 11600 |
| Clock inverter | 62 | 754 |
metal layers:
metal  vias up  track usage (%)  part of all wire [%]  routed length (µm)
met5         -                0                  0.10                 222
met4        34             5.40                   5.1               11200
met3       342             4.86                   9.8               21700
met2      1776             20.5                    46              102000
met1     19600             15.9                    39               85800
li1      17800                -                     -                   -
registers in the layout, summed over array words and instances, names as in the netlist, 12 cells and up:
name              flops
data_buffer         128
dst_addr            128
channel_state        12
src_addr            128
current_src_addr    128
dst_wdata           128
transfer_count      128
current_dst_addr    128
power by group:
part	total (µW)	internal, µW	switching (µW)
Sequential	4340	3400	945
Combinational	3610	2110	1500
Clock	2710	1600	1110
Total	10700	7110	3560
stage by stage:
step                hold slack [ns]  power, µW  util, %  setup WS (ns)  area (µm²)
finish                        0.435      10700     21.4           9.88       66000
global route                  0.450      11300     21.4           9.44       66000
CTS                           0.437      10800     21.3           9.86       65900
detailed placement            0.425       8030     20.1           8.98       62000
global placement              0.422       7980     20.1           9.04       62000
floorplan                     0.393       5620        -          11.22       45900
kinds of logic after synthesis:
family,after synthesis
XOR/XNOR,127
flip-flops,945
AND-OR/OR-AND,851
AND/OR/NAND/NOR,1308
adder cells (fa/ha/maj),142
multiplexers,516
buffers and inverters,407
Power figures rest on the tool's default switching activity, not on a simulated workload.
